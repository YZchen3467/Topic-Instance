==> flow/design.v <==
module tdm_deserializer (
	clock,
	reset,
	tdm_data,
	tdm_sync,
	tdm_clk,
	word_ready,
	ch0,
	ch1,
	ch2,
	ch3,
	ch4	
);
parameter SIZE_32T = 32	;
parameter SIZE_08T = 8	;
parameter CH0_DEC = 4'h0;
parameter CH1_DEC = 4'h1;
parameter CH2_DEC = 4'h2;
parameter CH3_DEC = 4'h3;
parameter CH4_DEC = 4'h4;
parameter IDLE	  = 4'hF;
input clock	;
input reset	;
input tdm_data	;
input tdm_sync	;
input tdm_clk	;
output word_ready	 ;
output [SIZE_32T-1:0] ch0;
output [SIZE_32T-1:0] ch1;
output [SIZE_32T-1:0] ch2;
output [SIZE_32T-1:0] ch3;
output [SIZE_32T-1:0] ch4;
reg			ready	;
reg [SIZE_08T-1:0]	count 	;
reg [SIZE_32T-1:0]	ch0_data;
reg [SIZE_32T-1:0]	ch1_data;
reg [SIZE_32T-1:0]	ch2_data;
reg [SIZE_32T-1:0]	ch3_data;
reg [SIZE_32T-1:0]	ch4_data;
assign word_ready = ready;
assign ch0 = ch0_data;
assign ch1 = ch1_data;
assign ch2 = ch2_data;
assign ch3 = ch3_data;
assign ch4 = ch4_data;
always @ (posedge tdm_clk or posedge reset)	
begin
	if (reset) begin
		count 	 = 8'hFF;
		ch0_data = 8'h00;
		ch1_data = 8'h00;
		ch2_data = 8'h00;
		ch3_data = 8'h00;
		ch4_data = 8'h00;
		ready	 = 1'b0;
	end else begin
		case(count[7:4]) 
			IDLE:   begin				
					if (tdm_sync == 1'b1) begin
						count <= 8'h00;
					end
					if (ready == 1'b1) begin
						ready <= 1'b0;
					end
				end
			CH0_DEC:begin
					ch0_data <= {ch0_data[30:0], tdm_data};
					count 	 <= (count + 1'b1);
				end 
			CH1_DEC:begin
					ch1_data <= {ch1_data[30:0], tdm_data};
					count 	 <= count + 1;
				end 
			CH2_DEC:begin
					ch2_data <= {ch2_data[30:0], tdm_data};
					count 	 <= count + 1;
				end 
			CH3_DEC:begin
					ch3_data <= {ch3_data[30:0], tdm_data};
					count 	 <= count + 1;
				end 
			CH4_DEC:begin
					ch4_data <= {ch4_data[30:0], tdm_data};
					if (count == 8'h4F) begin
						count <= 8'hFF;
						ready <= 1'b1;
					end else begin
						count <= count + 1;
					end
				end 
		endcase
	end
end
endmodule
==> flow/run.sh <==
#!/bin/bash
# OpenROAD 26Q1-2900-gdf79404cd8, Yosys 0.63+post, stock flow scripts
make -C /OpenROAD-flow-scripts/flow DESIGN_CONFIG=/design/flow/config.mk WORK_HOME=/design/flow/orfs finish
==> flow/config.mk <==
export PLATFORM = sky130hd
export DESIGN_NAME = tdm_deserializer
export DESIGN_NICKNAME = tdm_deserializer
export VERILOG_FILES = /design/flow/design.v
export SDC_FILE = /design/flow/constraint.sdc
export NUM_CORES = 4
export LEC_CHECK = 1
export CORE_UTILIZATION = 30
==> flow/constraint.sdc <==
current_design tdm_deserializer

set clk_period 5.1
set clk_io_pct 0.2

create_clock -name clk0 -period $clk_period [get_ports {tdm_clk}]

set non_clock_inputs [all_inputs -no_clocks]
set_input_delay [expr $clk_period * $clk_io_pct] -clock clk0 $non_clock_inputs
set_output_delay [expr $clk_period * $clk_io_pct] -clock clk0 [all_outputs]
==> impl_metrics.ini <==
; generated from flow reports
[setup_path]
endpoint_kind = flip-flop
cp_max_fo = 18
path_cells = nand2_1 -> nor3_4 -> buf_4 -> mux2_2
cp.arrival_ns = 2.65
cp-start-kind = flip-flop
critical-path-slowest-cell = dfstp_2
crit_type = reg -> reg
critical_path_required_ns = 5.40
crit_path_max_incr_delay_ns = 0.79

[layout]
area_growth_pct = 37.12
postLayoutCellArea_um2 = 9129
drive_gt1_frac = 0.3567
fillers = 1935

[drt]
diodes = 0
ant_nets = 0
drt_pass1_iterations = 4
dr.first_iter.drc_count = 221
remaining_drc_errors = 0
wirelength_um = 11920
wl_per_cell_um = 13.76
vias = 3918
via_per_inst = 4.524

[cts]
clkTransAtPathRegs_ns = 0.07
h-tree-depth = 4
cts.sinks = 169
numCtsBuffers = 17
cts_buffer_depth = 2
ctsHoldBuffers = 0
cts_tree = done
root_buffer = clkbuf_16
cts_resized = 0
postCtsSetupRepairBufs = 0
clock_latency_ns = 0.42

[pwr]
p_per_area_nw_per_um2 = 284.6
p_clk_frac = 0.472
p_leak_nw = 4.235
p_int_mw = 1.996
p_seq_frac = 0.516
ir_drop_mv = 0.1974
p_sw_mw = 0.6025
swShare = 0.2319
combPwrFrac = 0.012
p_total_mw = 2.598

[sta]
finalCritPeriodShare = 0.4609
maxSlewHeadroom = 0.5481
hold_viol = 0
tightestPinTransition_ns = 0.6757
slew_viol_final = 0
setup_viol = 0
max_freq_mhz = 425.5
finalClockSkew_ns = 0.007098
rsz0062_at_grt = false
fin_tns_setup_ns = 0
min_period_ns = 2.350

[global_route]
grt_pass1_vias = 3757
grt_max_degree = 106
antenna_found_initial = 0
overflow = 0
grt_use_total = 0.1080
grt_pass1_wl_um = 19020

[outcome]
outcome = finished, final reports clean

[hold_path]
hold_class = reg -> reg

[logic_synthesis]
ys_top_cells_by_area = dfrtp_1 (61%), mux2_2 (24%), dfstp_2 (3.2%)
ys_cells = 407
postSynthAreaPerCell_um2 = 16.36
synth_cell_types = 41
synth-seq-cells = 169
ys_chip_area_um2 = 6658
synth-edff-count = 0
async_flop_share = 1.000
netlist_instances = 407
top_area_cell = dfrtp_1
synth_area_um2 = 6658
ff_type = dfrtp_1
synth_seq_share = 0.6367
yosys_warnings = 1
top_cell_area_share = 0.6051

[die]
die_y_um = 151.0
pin_count = 166
fp_util = 0.3051
row_count = 54
core_um2 = 21820
chipArea_um2 = 22790
die_x_um = 151.0

[flow_run]
timing.max_cap.violations = 0
warnings = 28

[place]
gp_congestion = 0.7517
place_area_um2 = 8556
portBuffers = 164
dpl.hpwl_um = 7747
-- layout make-up --
| type | count | area, um^2 | area share |
|---|---|---|---|
| multi-input combinational | 211 | 2245 | 0.2459 |
| clock buffer | 17 | 425.4 | 0.04660 |
| sequential | 169 | 4239 | 0.4644 |
| timing repair buffer | 171 | 1707 | 0.1870 |
| clock inverter | 15 | 147.6 | 0.01617 |
| tap | 280 | 350.3 | 0.03838 |
| inverter | 3 | 15.01 | 0.001645 |
-- worst paths after layout --
check / start / end / slack (ns) / depth (start not counted)
setup / recovery: count[4] / ch3_data[15] / 2.75 / 4
hold / removal: ch2_data[31] / ch2_data[31] / 0.50 / 1
setup reg to reg: count[4] / ch3_data[15] / 2.75 / 4
hold reg to reg: ch2_data[31] / ch2_data[31] / 0.50 / 1
max in group asynchronous: reset / ch1_data[16] / 3.23 / 3
min in group asynchronous: reset / ch0_data[30] / 0.97 / 2
-- power groups by stage --
stage | Sequential (mW) | Clock [mW] | Combinational [mW]
4_1_cts | 1.34 | 1.29 | 0.0338
5_1_grt | 1.34 | 1.34 | 0.0375
6_report | 1.34 | 1.23 | 0.0312
-- worst max-delay path: cells and delay by family (launching register included) --
| family | cells | cell delay, ns |
|---|---|---|
| and+or+nand+nor | 2 | 0.70 |
| buffers and inverters | 1 | 0.37 |
| muxes | 1 | 0.36 |
| DFF | 1 | 0.79 |
-- kinds of logic (layout without fill, tap and decap cells) --
family,Yosys count,in the layout,share of synthesized area
multiplexers,162,162,0.2776
buffers and inverters,27,206,0.02706
adder cells (fa/ha/maj),1,1,0.001879
flip-flops,169,169,0.6367
AND-OR/OR-AND,24,24,0.02594
AND/OR/NAND/NOR,24,24,0.03082
-- sequential cells by signal, indices dropped and copies added, names as in the netlist --
| register | flops |
|---|---|
| ch0_data | 32 |
| ch1_data | 32 |
| ch2_data | 32 |
| ch3_data | 32 |
| ch4_data | 32 |
| count | 8 |
| ready | 1 |
-- through the flow --
stage / util / instances / hold slack, ns / setup WS, ns
finish: 0.4183 / 866 / 0.4982 / 2.750
global route: 0.4183 / 866 / 0.5240 / 2.600
CTS: 0.4183 / 866 / 0.5014 / 2.717
detailed placement: 0.3920 / 834 / 0.4784 / 2.736
global placement: 0.3920 / 834 / 0.4738 / 2.779
floorplan: - / 407 / 0.4325 / 1.932
-- cells in the mapped netlist (3+ instances only) --
cell        n
dfstp_2     8
clkbuf_1    3
o21ai_0     5
nand2_1     6
mux2_2    144
mux2_1      9
dfrtp_1   161
a211oi_1    3
buf_6       8
a21oi_1     4
buf_2       9
mux2_4      7
-- metal layers --
layer / wire length [um] / global-route usage
met2: 5577 / 0.1612
met1: 5314 / 0.1597
met3: 917 / 0.03994
met4: 108 / 0.01100
met5: 0 / 0
-- cell usage in the layout (no fill, tap or decap), types with 3 or more instances in the layout --
master and count:
mux2_4 7, buf_4 6, inv_8 3, o21ai_0 5, clkdlybuf4s50_1 164, a21oi_1 4, clkbuf_16 17, clkinvlp_4 3
inv_6 7, mux2_2 144, a211oi_1 3, mux2_1 9, dfrtp_1 161, nand2_1 6, dfstp_2 8
Power figures rest on the tool's default switching activity, not on a simulated workload.
