**flow/run.sh**
```bash
#!/bin/bash
# OpenROAD 26Q1-2900-gdf79404cd8, Yosys 0.63+post, stock flow scripts
make -C /OpenROAD-flow-scripts/flow DESIGN_CONFIG=/design/flow/config.mk WORK_HOME=/design/flow/orfs finish
```
**flow/config.mk**
```make
export PLATFORM = sky130hd
export DESIGN_NAME = tmds_channel
export DESIGN_NICKNAME = tmds_channel
export VERILOG_FILES = /design/flow/design.v
export SDC_FILE = /design/flow/constraint.sdc
export NUM_CORES = 4
export LEC_CHECK = 1
export CORE_UTILIZATION = 30
```
**flow/constraint.sdc**
```tcl
current_design tmds_channel

set clk_period 8.2
set clk_io_pct 0.2

create_clock -name clk0 -period $clk_period [get_ports {clk_pixel}]

set non_clock_inputs [all_inputs -no_clocks]
set_input_delay [expr $clk_period * $clk_io_pct] -clock clk0 $non_clock_inputs
set_output_delay [expr $clk_period * $clk_io_pct] -clock clk0 [all_outputs]
```
**flow/design.v**
```verilog
module tmds_channel
#(
    parameter int CN = 0
)
(
    input logic clk_pixel,
    input logic [7:0] video_data,
    input logic [3:0] data_island_data,
    input logic [1:0] control_data,
    input logic [2:0] mode,   
    output logic [9:0] tmds = 10'b1101010100
);
logic signed [4:0] acc = 5'sd0;
logic [8:0] q_m;
logic [9:0] q_out;
logic [9:0] video_coding;
assign video_coding = q_out;
logic [3:0] N1D;
logic signed [4:0] N1q_m07;
logic signed [4:0] N0q_m07;
always_comb
begin
    N1D = video_data[0] + video_data[1] + video_data[2] + video_data[3] + video_data[4] + video_data[5] + video_data[6] + video_data[7];
    case(q_m[0] + q_m[1] + q_m[2] + q_m[3] + q_m[4] + q_m[5] + q_m[6] + q_m[7])
        4'b0000: N1q_m07 = 5'sd0;
        4'b0001: N1q_m07 = 5'sd1;
        4'b0010: N1q_m07 = 5'sd2;
        4'b0011: N1q_m07 = 5'sd3;
        4'b0100: N1q_m07 = 5'sd4;
        4'b0101: N1q_m07 = 5'sd5;
        4'b0110: N1q_m07 = 5'sd6;
        4'b0111: N1q_m07 = 5'sd7;
        4'b1000: N1q_m07 = 5'sd8;
        default: N1q_m07 = 5'sd0;
    endcase
    N0q_m07 = 5'sd8 - N1q_m07;
end
logic signed [4:0] acc_add;
integer i;
always_comb
begin
    if (N1D > 4'd4 || (N1D == 4'd4 && video_data[0] == 1'd0))
    begin
        q_m[0] = video_data[0];
        for(i = 0; i < 7; i++)
            q_m[i + 1] = q_m[i] ~^ video_data[i + 1];
        q_m[8] = 1'b0;
    end
    else
    begin
        q_m[0] = video_data[0];
        for(i = 0; i < 7; i++)
            q_m[i + 1] = q_m[i] ^ video_data[i + 1];
        q_m[8] = 1'b1;
    end
    if (acc == 5'sd0 || (N1q_m07 == N0q_m07))
    begin
        if (q_m[8])
        begin
            acc_add = N1q_m07 - N0q_m07;
            q_out = {~q_m[8], q_m[8], q_m[7:0]};
        end
        else
        begin
            acc_add = N0q_m07 - N1q_m07;
            q_out = {~q_m[8], q_m[8], ~q_m[7:0]};
        end
    end
    else
    begin
        if ((acc > 5'sd0 && N1q_m07 > N0q_m07) || (acc < 5'sd0 && N1q_m07 < N0q_m07))
        begin
            q_out = {1'b1, q_m[8], ~q_m[7:0]};
            acc_add = (N0q_m07 - N1q_m07) + (q_m[8] ? 5'sd2 : 5'sd0);
        end
        else
        begin
            q_out = {1'b0, q_m[8], q_m[7:0]};
            acc_add = (N1q_m07 - N0q_m07) - (~q_m[8] ? 5'sd2 : 5'sd0);
        end
    end
end
always_ff @(posedge clk_pixel) acc <= mode != 3'd1 ? 5'sd0 : acc + acc_add;
logic [9:0] control_coding;
always_comb
begin
    unique case(control_data)
        2'b00: control_coding = 10'b1101010100;
        2'b01: control_coding = 10'b0010101011;
        2'b10: control_coding = 10'b0101010100;
        2'b11: control_coding = 10'b1010101011;
    endcase
end
logic [9:0] terc4_coding;
always_comb
begin
    unique case(data_island_data)
        4'b0000 : terc4_coding = 10'b1010011100;
        4'b0001 : terc4_coding = 10'b1001100011;
        4'b0010 : terc4_coding = 10'b1011100100;
        4'b0011 : terc4_coding = 10'b1011100010;
        4'b0100 : terc4_coding = 10'b0101110001;
        4'b0101 : terc4_coding = 10'b0100011110;
        4'b0110 : terc4_coding = 10'b0110001110;
        4'b0111 : terc4_coding = 10'b0100111100;
        4'b1000 : terc4_coding = 10'b1011001100;
        4'b1001 : terc4_coding = 10'b0100111001;
        4'b1010 : terc4_coding = 10'b0110011100;
        4'b1011 : terc4_coding = 10'b1011000110;
        4'b1100 : terc4_coding = 10'b1010001110;
        4'b1101 : terc4_coding = 10'b1001110001;
        4'b1110 : terc4_coding = 10'b0101100011;
        4'b1111 : terc4_coding = 10'b1011000011;
    endcase
end
logic [9:0] video_guard_band;
generate
    if (CN == 0 || CN == 2)
        assign video_guard_band = 10'b1011001100;
    else
        assign video_guard_band = 10'b0100110011;
endgenerate
logic [9:0] data_guard_band;
generate
    if (CN == 1 || CN == 2)
        assign data_guard_band = 10'b0100110011;
    else
        assign data_guard_band = control_data == 2'b00 ? 10'b1010001110
            : control_data == 2'b01 ? 10'b1001110001
            : control_data == 2'b10 ? 10'b0101100011
            : 10'b1011000011;
endgenerate
always @(posedge clk_pixel)
begin
    case (mode)
        3'd0: tmds <= control_coding;
        3'd1: tmds <= video_coding;
        3'd2: tmds <= video_guard_band;
        3'd3: tmds <= terc4_coding;
        3'd4: tmds <= data_guard_band;
    endcase
end
endmodule
```
==> ci_impl_report.md <==
## Synthesis and layout report

| Metric | Value |
|---|---|
| Yosys cell types | between 60 and 70 |
| Beginning of the worst hold path | acc[1]$_SDFF_PN0_ |
| Clock Skew | 2.69 ps |
| Crit share post-route | 112% |
| Largest net degree at the start of global routing | 20 |
| Yosys cell count | 317 |
| CP max stage cell | fa_1 |
| Routed met3 length | approximately 160 um |
| Highest metal used | met4 |
| Slew @ Worst Pin | 567 ps |
| Chip width | between 90 and 100 um |
| Critical Path AT | ~9300 ps |
| Core area | a little over 0.008 mm^2 |
| Post-synth seq share | between 10 and 15% |
| Area leader share | between 10 and 15% |
| Clk slew on worst S/H paths | 50 ps |
| CP startpoint | video_data[0] |
| Vias/cell | 4.87 |
| Max-cap viol count | 0 |
| Port Buffer Count | 27 |
| Num ports | 28 |
| Outcome | finished with violations |
| Die Area | around 0.009 mm^2 |
| CTS sink cnt | 14 |
| R2R Path Start | acc[2]$_SDFF_PN0_ |
| Worst hold path type | reg -> reg |
| Diode count | 0 |
| Dpl hpwl | between 4 and 5 mm |
| CP peak stage delay | between 500 and 600 ps |
| Clock Tree Buf Depth | 2 |
| CP top delay family | adder cells |
| Worst Path Buf+Inv | 5 |
| Worst path depth | 33 |
| RSZ-0062 raised after global routing | true |
| Gr usage total | 14.2% |
| Fmax | 109 MHz |
| Antenna-violating nets left | 0 |
| Critical path endpoint category | flop |
| Dpl cells | roughly 490 |
| CP Class | in -> reg |
| Final GP Congestion | approximately 0.9 |
| Non-filler cells in the finished layout | ~500 |
| Mean post-synth cell area | about 8 um^2 |
| Root Driver | clkbuf_8 |
| Worst skew pair latency | about 240 ps |
| Cts hold-fix bufs | 0 |
| Cells on Worst Hold Path | 2 |
| Final setup vio count | 13 |
| CTS Buf Count | 3 |
| Yosys chip area | ~0.0026 mm^2 |
| Yosys top cell by instances | ha_1 |
| First-pass GRT wire length | 9.95 mm |
| Crit path top cell by count | fa_1 |
| Warnings from Yosys | 1 |
| Post-Syn Instances | 317 |
| P&R area growth vs syn | 39.7% |
| Wire per inst | 11.7 um |
| Drt drc | 0 |
| OpenROAD warning count | 42 |
| Post-synth area hogs | ha_1 14%, edfxtp_1 12%, fa_1 7.1% |
| Failing checks | setup timing |
| Synth area leader | ha_1 |
| Number of enable flip-flop cells | 10 |
| Layout fillers | 787 |
| Cell Rows | 33 |
| Total grt overflow | 0 |
| CTS tree | built |
| Max-slew violations | 0 |
| CP Launch Type | input port |
| Met1 WL | 3.16 mm |
| Vias | between 2,000 and 2,500 |
| Proportion of layout cells with a drive suffix above 1 | between 20% and 30% |
| Final Hold Fails | 0 |
| Number of global-route vias before repair | about 2,200 |
| Fraction of registers with async set/reset | 0% |
| CP max FO | 5 |
| H-tree depth | 1 |
| Critical path required time | about 8300 ps |
| Initial core utilization | between 30% and 40% |
| Fin crit period | 9160 ps |
| Cells on worst reg2reg path | 12 |
| Die height | 94.2 um |
| Initial DRC Count | 145 |
| Worst slew margin | between 60% and 70% |
| Post-route cell area | 0.00356 mm^2 |
| Initial DRT Pass Iterations | 4 |
| Most common library cells after synthesis | 29 x ha_1, 26 x a21oi_1, 25 x nor2_1 |
| WL final | ~6 mm |
| Routed met2 length | 2.50 mm |
| Setup slack after layout | -961 ps |
| Yosys reg bits | 14 |
| Top_reg_cell synth | edfxtp_1 |
| Initial antenna violation count | 0 |
| DP Area | ~0.0034 mm^2 |
| Synthesized area | roughly 0.0026 mm^2 |
## cell type report
class | count | area [um^2] | area share, %
inverters | 26 | 110 | 3.09
clock buffers | 3 | 41.3 | 1.16
multi-input cells | 259 | 2140 | 60.1
flip-flops and latches | 14 | 380 | 10.7
repair buffers | 91 | 756 | 21.2
well taps | 105 | 131 | 3.69
clock inverters | 1 | 3.75 | 0.105
## logic make-up after synthesis
family | after synthesis | synth area share [%]
xor gates and xnor gates | 29 | 13.0
AOI/OAI and AO/OA | 88 | 23.0
adders and majority gates | 38 | 21.3
muxes | 3 | 1.18
DFF | 14 | 14.9
and+or+nand+nor | 101 | 19.6
buffers and inverters | 44 | 7.01
## tightest hold or removal path: stages, from the launching register on
cell,delay [ps]
dfxtp_1,360
ha_2,150
and2_1,100
## registers in the layout, indices dropped and copies added (netlist names)
register,count
acc,4
tmds,10
## timing repair
| item | CTS | global route |
|---|---|---|
| endpoints found under the setup margin | 13 | 13 |
| pin swaps | 31 | 22 |
| resized | 25 | 9 |
| buffers inserted | 10 | 1 |
## per-stage QoR
step / setup slack [ps] / hold WS (ps) / utilization [%] / setup TNS (ps)
after floorplan: -1560 / 580 / - / -12500
after global placement: -1670 / 605 / 41.0 / -17450
after detailed placement: -1850 / 615 / 41.0 / -18950
after CTS: -1070 / 636 / 42.7 / -9230
after global routing: -1330 / 705 / 43.4 / -12800
final: -961 / 643 / 43.4 / -8350
## placed cells by master, fill, tap and decap left out, types with 4 or more instances in the layout
cell type / instances
o21ai_1: 6
buf_4: 63
inv_1: 17
ha_1: 25
clkdlybuf4s50_1: 24
nor2_1: 25
a211oi_1: 6
inv_2: 6
nand2_1: 19
edfxtp_1: 10
xnor2_2: 6
nor3_1: 12
dfxtp_1: 4
xnor2_1: 11
a21oi_1: 25
nor2b_1: 7
nand2b_1: 6
xor2_1: 6
nand3_1: 7
fa_1: 7
o21ai_0: 12
## worst paths after layout
check / to / slack, ps
setup / recovery: acc[4]$_SDFF_PN0_ / -960
hold reg to reg: acc[1]$_SDFF_PN0_ / 640
setup reg to reg: acc[4]$_SDFF_PN0_ / 5420
hold / removal: acc[1]$_SDFF_PN0_ / 640
## metal layers
metal  track usage [%]  vias to the layer above
li1                  -                     1276
met1              23.1                     1104
met2              22.0                       43
met3             0.658                        5
met4             0.897                        0
met5                 0                        -
